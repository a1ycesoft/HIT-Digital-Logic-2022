==> design/flow/design.v <==
module counter(clk,reset,start,out);
input clk; 
input reset; 
input start; 
output reg [3:0] out; 
always @(posedge clk or posedge reset)  
begin
    if (reset)
        out <= 4'b0000; 
    else if(start)  
    begin
        if(out==4'b1001)
            out <=4'b0000; 
        else
            out<=out+4'b0001; 
    end
end
endmodule
module display(clk,num,reset,out);
input clk; 
input [3:0] num; 
input reset; 
output reg [6:0] out; 
always @(posedge clk or posedge reset)
begin
    if(reset)
        out<=7'b1111110; 
    else
    begin
        case(num)  
            4'b0000:
                out <= 7'b1111110;
            4'b0001:
                out <= 7'b0110000;
            4'b0010:
                out <= 7'b1101101;
            4'b0011:
                out <= 7'b1111001;
            4'b0100:
                out <= 7'b0110011;
            4'b0101:
                out <= 7'b1011011;
            4'b0110:
                out <= 7'b1011111;
            4'b0111:
                out <= 7'b1110000;
            4'b1000:
                out <= 7'b1111111;
            4'b1001:
                out <= 7'b1111011;
            4'b1010:
                out <= 7'b0001110;  
            4'b1011:
                out <= 7'b1001110;   
            4'b1100:
                out <= 7'b0000000;   
            4'b1101:
                out <= 7'b1100111;   
            4'b1110:
                out <= 7'b1110110;   
            4'b1111:
                out <= 7'b1110111;   
        endcase
    end
end
endmodule
module main(clk,clk0,clk1,clk2,clk3,reset,setpw,inputpwd,pos,led,left_pos,led_countdown,open,lock);
input clk; 
input clk0,clk1,clk2,clk3; 
input reset; 
input setpw; 
input inputpwd; 
output reg [3:0] pos; 
output [6:0] led; 
output [6:0] led_countdown; 
output reg [3:0] left_pos; 
output reg open; 
output reg lock;  
integer clock_led,clock_countdown; 
wire [3:0] q0,q1,q2,q3; 
reg [3:0] pw0,pw1,pw2,pw3; 
reg [3:0] num; 
reg [3:0] dis;
reg fenpin; 
reg [3:0] countdown; 
reg input_start,input_reset;
reg [3:0] H1;
reg [3:0] H2;
initial
begin
    countdown=4'b1111;  
    pos=4'b0001;  
    fenpin=0;
    clock_led=0; 
    clock_countdown=0;  
    left_pos=4'b0001;  
    open=1;  
    lock = 0;   
end
counter u0(clk0,input_reset,input_start,q0);
counter u1(clk1,input_reset,input_start,q1);
counter u2(clk2,input_reset,input_start,q2);
counter u3(clk3,input_reset,input_start,q3);
display s0(clk,num,input_reset,led);
display s1(clk,dis,0,led_countdown);
always @(posedge clk)  
begin
    if(open)
    begin 
      H1 <= 4'b0000;     
      H2 <= 4'b1101;
    end
    else
    begin
        H1 <= 4'b0001;   
        H2 <= 4'b1110;
    end
    if(lock)
    begin 
      H1 <= 4'b1010;     
      H2 <= 4'b1011;
    end
    if(countdown==4'b0000) 
    begin
        input_start<=0;  
        input_reset<=1;  
        lock <= 1;  
    end
    else
    begin
        lock <= 0;  
    	input_start<=setpw|inputpwd;  
    	input_reset<=reset|((~inputpwd)&(~setpw));  
    end
    if(clock_led==200000)
    begin
        fenpin<=1;
        clock_led<=0;
    end
    else
    begin
        fenpin<=0;
        clock_led<=clock_led+1;
    end
    if(inputpwd&&countdown!=4'b0000&&~open)  
    begin
        if(clock_countdown!= 1000000000)
        begin
            clock_countdown<=clock_countdown+1;
        end
        case(clock_countdown)
            1000000000:
                countdown<=4'b0000;
            900000000:
                countdown<=4'b0001;
            800000000:
                countdown<=4'b0010;
            700000000:
                countdown<=4'b0011;
            600000000:
                countdown<=4'b0100;
            500000000:
                countdown<=4'b0101;
            400000000:
                countdown<=4'b0110;
            300000000:
                countdown<=4'b0111;
            200000000:
                countdown<=4'b1000;
            100000000:
                countdown<=4'b1001;
            0:
                countdown<=4'b1111;
        endcase
    end
    else if(~inputpwd)  
    begin
        countdown<=4'b1111;
        clock_countdown<=0;
    end
    if(setpw && open) 
    begin
        pw0<=q0;
        pw1<=q1;
        pw2<=q2;
        pw3<=q3;
    end
end
always @(posedge fenpin)
begin
    if (pos==4'b0001)
    begin
        pos<=4'b0010;
        num<=q1;
    end
    else if(pos==4'b0010)
    begin
        pos<=4'b0100;
        num<=q2;
    end
    else if(pos==4'b0100)
    begin
        pos<=4'b1000;
        num<=q3;
    end
    else if(pos==4'b1000)
    begin
        pos<=4'b0001;
        num<=q0;
    end
    if (left_pos==4'b0001)
    begin
        left_pos<=4'b0010;
        dis<=4'b1100;
    end
    else if(left_pos==4'b0010)
    begin
        left_pos<=4'b0100;
        dis<=H1;
    end
    else if(left_pos==4'b0100)
    begin
        left_pos<=4'b1000;
        dis<=H2;
    end
    else if(left_pos==4'b1000)
    begin
        left_pos<=4'b0001;
        dis<=countdown;
    end
end
always @(*)
begin
    if(inputpwd)
    begin
        if(pw0==q0&&pw1==q1&&pw2==q2&&pw3==q3&&countdown!=4'b0000)
            begin
                open<=1;
            end
        else
            begin
                open<=0;
            end
    end
end
endmodule
==> design/flow/run.sh <==
#!/bin/bash
# OpenROAD 26Q1-2900-gdf79404cd8, Yosys 0.63+post, stock flow scripts
make -C /OpenROAD-flow-scripts/flow DESIGN_CONFIG=/design/flow/config.mk WORK_HOME=/design/flow/orfs finish
==> design/flow/config.mk <==
export PLATFORM = sky130hd
export DESIGN_NAME = main
export DESIGN_NICKNAME = main
export VERILOG_FILES = /design/flow/design.v
export SDC_FILE = /design/flow/constraint.sdc
export NUM_CORES = 4
export LEC_CHECK = 1
export CORE_UTILIZATION = 30
==> design/flow/constraint.sdc <==
current_design main

set clk_period 5.0
set clk_io_pct 0.2

create_clock -name clk0 -period $clk_period [get_ports {clk}]
create_clock -name clk1 -period $clk_period [get_ports {clk0}]
create_clock -name clk2 -period $clk_period [get_ports {clk1}]
create_clock -name clk3 -period $clk_period [get_ports {clk2}]
create_clock -name clk4 -period $clk_period [get_ports {clk3}]

set non_clock_inputs [all_inputs -no_clocks]
set_input_delay [expr $clk_period * $clk_io_pct] -clock clk0 $non_clock_inputs
set_output_delay [expr $clk_period * $clk_io_pct] -clock clk0 [all_outputs]
==> metrics.cfg <==
[logic_synthesis]
ys_cells = 715
yosys.area.top_type = edfxtp_1
top_area_frac = 0.239
ys_warn_count = 4
synthCells = 715
edf_count = 56
synth_area_um2 = 7050
ys_ff = 140
ys_chip_area_um2 = 7050
ys_types = 68
async_reset_ff_frac = 0.164
dominantRegCellSynth = dfxtp_1
avgSynthCellArea_um2 = 9.86
ys_top_cells_by_area = edfxtp_1 (24%), dfxtp_1 (17%), xor2_1 (6.7%)

[setup_path]
cp_slowest_stage_delay_ns = 0.50
path_delay_family = simple AND/OR/NAND/NOR gates
critPathKind = reg -> reg
reg2reg_slack_ns = 2.04
required_ns = 5.08
critPathLaunchType = flop
cp-end-kind = flop
path_max_fanout = 23
cp.buffers_inverters = 2
worstPathArrival_ns = 3.04
worstPathCellList = inv_1, ha_1, or4b_1, nor4_1, nand3_1, o21ai_0, nand2_1, buf_4
crit_slowest_cell = nor4_1

[flow_run]
warning_count = 38
drv_cap = 0

[floorplan]
die_area_um2 = 24100
die_y_um = 155
rows = 55
die_w_um = 155
io_pins = 32
initial_core_util = 0.308
core_um2 = 22800

[clock_tree]
postCtsHoldBufs = 0
clk_pin_slew_worst_paths_ns = 0.08
cts_resized = 0
cts_tree = built
post_cts_buffers = 0

[route]
wl_per_cell_um = 12.8
drtIter0Drc = 417
num_vias = 4999
ant_nets = 0
drc_errors = 0
antenna_cells_inserted = 0
firstDrtPassIters = 4
vias_per_cell = 4.73
drt_wl_total_mm = 13.5

[sta]
unclocked_regs = 17
report.final.slew_viol_count = 0
worst_slew_pin_slew_ns = 0.777
fin_tns_setup_ns = 0
rsz0062_at_grt = no
setup_viol = 0
hold_viol = 0
untimed_endpoints = 44
maxSlewHeadroom = 0.477
finalClockSkew_ns = 0.00974

[hold_path]
hp-class = reg -> async

[global_route]
antenna_found_initial = 0
grt_first_pass_wirelength_mm = 22.9
grt_max_degree = 33
grt_use_total = 0.121
overflow = 0
first_global_vias = 4631

[power_and_ir_drop]
leakagePower_nw = 2.91
finalPower_mw = 2.88
max-vdd-ir-drop_v = 0.000263
power.density_nw_per_um2 = 353

[placement]
port_buffers = 27
gp_congestion = 0.904
dpl.hpwl_mm = 9.40

[outcome]
outcome = completed

[finish]
syn2layout_area_growth_pct = 16.1
final_cell_mix = nand2_1 (71), nor2_1 (71), dfxtp_1 (60), edfxtp_1 (56), xor2_1 (54)
fill_cells = 2249
drive_gt1_frac = 0.0767

state kept, by name, indices dropped and copies added (netlist names), 2 cells and up:
signal / cells
u1.out: 4
u3.out: 4
clock_countdown: 32
u2.out: 4
dis: 4
num: 4
pw3: 4
countdown: 4
s1.out: 7
pw0: 4
H2: 3
s0.out: 7
u0.out: 4
left_pos: 4
pw2: 4
pos: 4
clock_led: 32
H1: 2
pw1: 4
layout make-up:
cell class | count | area [um^2] | share of cell area
Timing Repair Buffer | 32 | 308 | 0.0376
Multi-Input combinational cell | 521 | 3310 | 0.405
Tap cell | 313 | 392 | 0.0479
Clock buffer | 23 | 543 | 0.0664
Clock inverter | 5 | 61.3 | 0.00750
Inverter | 22 | 82.6 | 0.0101
Sequential cell | 140 | 3480 | 0.426
cell usage after synthesis (all sizes together), types with 17 or more instances:
cell / instances
xnor2: 30
a21oi: 21
nor3: 23
xor2: 54
clkbuf: 21
nor2: 71
edfxtp: 56
inv: 22
nand3: 35
nand2: 71
dfxtp: 60
o21ai: 33
nand4: 21
dfrtp: 17
logic make-up (layout without fill, tap and decap cells):
logic type | count (synthesis) | after routing | synth area share
simple gates | 322 | 322 | 0.241
flops | 139 | 139 | 0.492
xor+xnor | 84 | 84 | 0.104
compound gates | 82 | 82 | 0.0707
buf+inv | 54 | 82 | 0.0362
mux | 17 | 17 | 0.0249
fa+ha+maj | 16 | 16 | 0.0284
latches | 1 | 1 | 0.00213
per-layer routing:
layer / vias to the layer above / wire length (um) / share of wire / global-route usage
met5: - / 0 / 0 / 0
met4: 0 / 255 / 0.019 / 0.0261
met3: 19 / 799 / 0.059 / 0.0301
met2: 137 / 5900 / 0.44 / 0.177
met1: 2262 / 6510 / 0.48 / 0.185
li1: 2581 / - / - / -
power breakdown:
group | total (mW) | internal, mW | leakage, nW | switching, mW
combinational | 0.300 | 0.158 | 1.28 | 0.142
clock | 1.23 | 0.814 | 0.298 | 0.412
sequential | 1.36 | 1.17 | 1.33 | 0.183
through the flow:
stage | hold slack, ns | area [um^2] | util | instances | worst slack, ns
floorplan | 0.282 | 7050 | - | 715 | 2.16
global placement | 0.233 | 7570 | 0.331 | 1028 | 1.71
detailed placement | 0.251 | 7570 | 0.331 | 1028 | 1.73
CTS | 0.273 | 8180 | 0.358 | 1056 | 2.06
global route | 0.310 | 8180 | 0.358 | 1056 | 1.64
finish | 0.260 | 8180 | 0.358 | 1056 | 2.04
path summary, 6_finish.rpt:
path	from	endpoint	cells past startpoint
max	clock_countdown[0]	clock_countdown[1]	8
min	input_reset	s0.out[0]	2
max reg2reg	clock_countdown[0]	clock_countdown[1]	8
min reg2reg	input_reset	s0.out[0]	2
max in group clk1	input_start	u0.out[3]	4
max in group clk3	input_start	u2.out[3]	4
max in group clk4	input_start	u3.out[3]	4
min in group clk0	lock	H1[1]	0
min in group clk2	u1.out[0]	u1.out[0]	1
min in group clk1	u0.out[0]	u0.out[0]	1
worst reg2reg max path, cell delays in order (launching register included):
cell and delay [ns]:
edfxtp_1 0.43, inv_1 0.08, ha_1 0.16, or4b_1 0.47, nor4_1 0.50, nand3_1 0.19
o21ai_0 0.19, nand2_1 0.31, buf_4 0.36
Power figures rest on the tool's default switching activity, not on a simulated workload.
